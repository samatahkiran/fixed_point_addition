$ cat ./config.mk
export PLATFORM = sky130hd
export DESIGN_NAME = fixed_point_add_of
export DESIGN_NICKNAME = fixed_point_add_of
export VERILOG_FILES = /design/flow/design.v
export SDC_FILE = /design/flow/constraint.sdc
export NUM_CORES = 4
export LEC_CHECK = 1
export CORE_UTILIZATION = 30
$ cat ./constraint.sdc
current_design fixed_point_add_of

set clk_period 9.0
set clk_io_pct 0.2

create_clock -name clk0 -period $clk_period [get_ports {clk}]

set non_clock_inputs [all_inputs -no_clocks]
set_input_delay [expr $clk_period * $clk_io_pct] -clock clk0 $non_clock_inputs
set_output_delay [expr $clk_period * $clk_io_pct] -clock clk0 [all_outputs]
$ cat ./design.v
`timescale 1ns / 1ps
module fixed_point_add_of#(
                       parameter int_bits_A1 = 3,
    parameter frac_bits_F1 = 14,
    parameter int_bits_A2 = 3,
    parameter frac_bits_F2 = 14,
    parameter int_bits_out = 4,
    parameter frac_bits_out = 14,
    parameter greater_int = (int_bits_A1 >= int_bits_A2)?int_bits_A1:int_bits_A2,
    parameter greater_frac = (frac_bits_F1 >= frac_bits_F2)?frac_bits_F1:frac_bits_F2)(
    input wire clk,
    input wire rst,
    input wire signed [int_bits_A1 + frac_bits_F1 - 1 : 0] A,
    input wire signed [int_bits_A2 + frac_bits_F2 - 1 : 0] B,
    output reg signed [int_bits_out + frac_bits_out - 1 : 0] sum,
    output reg overflow
);
    reg signed [greater_int + greater_frac - 1 : 0] temp_A;
    reg signed [greater_int + greater_frac - 1 : 0] temp_B;
    reg signed [greater_int + greater_frac : 0] temp_out;
    reg signed [int_bits_A1 - 1 : 0] A_Int;
    reg [frac_bits_F1 - 1 : 0] A_Frac;
    reg signed [int_bits_A2 - 1 : 0] B_Int;
    reg [frac_bits_F2 - 1 : 0] B_Frac;
    reg signed [greater_int - 1 : 0] tempA_Int;
    reg signed [greater_int - 1 : 0] tempB_Int;
    reg [greater_frac - 1 : 0] tempA_Frac;
    reg [greater_frac - 1 : 0] tempB_Frac;
    always @(posedge clk) begin
        if (rst) begin
            A_Int <= 0;
            A_Frac <= 0;
            B_Int <= 0;
            B_Frac <= 0;
        end else begin
            A_Int <= A[int_bits_A1 + frac_bits_F1 - 1 : frac_bits_F1];
            A_Frac <= A[frac_bits_F1 - 1 : 0];
            B_Int <= B[int_bits_A2 + frac_bits_F2 - 1 : frac_bits_F2];
            B_Frac <= B[frac_bits_F2 - 1 : 0];
        end
    end
    always @(posedge clk) begin
        if (rst) begin
            tempA_Int <= 0;
            tempB_Int <= 0;
        end else if (int_bits_A1 > int_bits_A2) begin
            tempA_Int <= A_Int;
            tempB_Int <= {{(int_bits_A1 - int_bits_A2){B_Int[int_bits_A2 - 1]}}, B_Int};
        end else begin
            tempA_Int <= {{(int_bits_A2 - int_bits_A1){A_Int[int_bits_A1 - 1]}}, A_Int};
            tempB_Int <= B_Int;
        end
    end
    always @(posedge clk) begin
        if (rst) begin
            tempA_Frac <= 0;
            tempB_Frac <= 0;
        end else if (frac_bits_F1 > frac_bits_F2) begin
            tempB_Frac <= {B_Frac, {(frac_bits_F1 - frac_bits_F2){1'b0}}};
            tempA_Frac <= A_Frac;
        end else begin
            tempA_Frac <= {A_Frac, {(frac_bits_F2 - frac_bits_F1){1'b0}}};
            tempB_Frac <= B_Frac;
        end
    end
    always @(posedge clk) begin
        if (rst) begin
            temp_A <= 0;
            temp_B <= 0;
        end else begin
            temp_A <= {tempA_Int, tempA_Frac};
            temp_B <= {tempB_Int, tempB_Frac};
        end
    end
    always @(posedge clk) begin
        if (rst) begin
            temp_out <= 0;
        end else begin
            temp_out <= temp_A + temp_B;
        end
    end
    always @(posedge clk) begin
        if (rst) begin
            sum <= 0;
        end else begin
            sum <= temp_out >>> (greater_frac - frac_bits_out);  
        end
    end
    always @(posedge clk) begin
        if (rst) begin
            overflow <= 0;
        end else begin
             overflow <= (temp_A[greater_int + greater_frac - 1] == temp_B[greater_int + greater_frac - 1]) &&
                        (temp_out[greater_int + greater_frac] != temp_A[greater_int + greater_frac - 1]);
        end
    end
 endmodule
$ cat ./run.sh
#!/bin/bash
# OpenROAD 26Q1-2900-gdf79404cd8, Yosys 0.63+post, stock flow scripts
make -C /OpenROAD-flow-scripts/flow DESIGN_CONFIG=/design/flow/config.mk WORK_HOME=/design/flow/orfs finish
==> impl_metrics.toml <==
# synthesis and place-and-route metrics
[route]
drc = 0
ant_nets = 0
vias_per_cell = 3.94
drt_wl_total_um = 6860
vias = 2789
first_iter_violations = 78
insertedDiodeCount = 0
drt_pre_antenna_iters = 4
route.detailed.wl_per_inst_um = 9.70

[timing]
period_needed_ns = 2.98
worst_pin_slew_ns = 0.729
hold_violations = 0
finalCritPeriodShare_pct = 33.1
clock_skew_ns = 0.00911
drv_slew = 0
finalSetupViolations = 0
timing.setup.tns_ns = 0
slew_headroom_pct = 51.4
max_clock_freq_mhz = 336
rsz0062_at_grt = "false"

[yosys]
synth.largest_area_cell = "dfxtp_1"
most_common_cell = "dfxtp_1"
synth-seq-cells = 139
ys_types = 50
ff_type = "dfxtp_1"
edf_count = 0
async_reset_ff_share_pct = 0
syn_area_per_cell_um2 = 11.0
synthTopCellsByCount = "dfxtp_1, nor2b_1, nor2_1, ha_1"
yosysTopAreaCellShare_pct = 59.2
yosysWarnings = 1
syn_inst = 429
synth-seq-area-share_pct = 59.2
top_cells_by_area = "dfxtp_1, nor2b_1, ha_1"
yosys.stat.chipArea_um2 = 4700
yosys_cells = 429
syn_area_um2 = 4700

[floorplan]
die-width_um = 127
core.rowCount = 45
die_area_um2 = 16200
ios = 55
core-area_um2 = 15300
die_y_um = 127
fp_util_pct = 30.8

[clock_tree]
clock_path_buffers = 2
holdBufCountCts = 0
htreeDepth = 4
cts_post_setup_buffers_inserted = 0
cts_buffers = 17
root_buffer = "clkbuf_16"
tritoncts = "yes"
clk_pin_slew_ns = 0.06
cts_resized = 0
clock_latency_ns = 0.41
clkSinkCount = 139

[global_route]
grt-ovfl-total = 0
grt_max_degree = 82
grt_antenna_before_repair = 0
grt_usage_pct = 9.14
grt_pass1_wl_um = 12000
first_global_vias = 2688

[pwr]
p_switching_mw = 0.298
power_density_nw_per_um2 = 223
leakage_nw = 2.37
power_frac_seq_pct = 48.4
switching_share_pct = 22.4
internal_power_mw = 1.03
vdd_drop_max_mv = 0.119
power_frac_comb_pct = 4.5
power_frac_clock_pct = 47.1

[setup_path]
cp-start-kind = "flip-flop"
path_delay_family = "buffers and inverters"
crit_buf_inv = 1
slowest_delay_ns = 0.45
path_cells = "clkdlybuf4s50_1"
cp.required_ns = 7.20
worstPathArrival_ns = 1.18
worst_path_max_delay_cell = "clkdlybuf4s50_1"
critPathCaptureType = "output pin"
path_class = "reg -> out"
crit_fanout = 1

[placement]
dp_cells = 675
port_buffers = 54
dpl.hpwl_um = 4410
routabilityCongestion = 0.826

[cells_and_area]
areaGrowthSynthToFinish_pct = 27.0
stdcell_count = 707
drive_gt1_share_pct = 8.47

[run]
tool_warnings = 25
cap_violations = 0

[worst_hold_path]
hold_class = "reg -> reg"

[status]
status = "finished clean"
layout make-up:
class,instances,area [um2]
inverter,6,22.5
sequential,139,2780
fill,1462,9290
multi-input combinational,264,1810
clock buffer,19,433
tap,211,264
timing repair buffer,55,546
clock inverter,13,111
layout by cell type (no fill, tap or decap), types with 2 or more instances in the layout:
master / synthesis / final
clkbuf_1: 16 / 2
a21oi_2: 2 / 2
ha_1: 17 / 17
and2_1: 3 / 3
mux2_1: 2 / 2
or2_1: 2 / 2
o21ai_0: 6 / 6
nor3_1: 6 / 6
o21a_1: 4 / 4
nand4_1: 2 / 2
a21boi_0: 2 / 2
a21o_1: 6 / 6
clkinv_4: 0 / 3
nor2b_1: 125 / 125
dfxtp_1: 139 / 139
nand2b_1: 3 / 3
xnor2_1: 4 / 4
mux2_2: 2 / 2
inv_1: 6 / 6
xor2_1: 4 / 4
a31oi_1: 2 / 2
clkbuf_16: 0 / 17
o211ai_1: 4 / 4
a211oi_1: 2 / 2
buf_4: 0 / 2
nand2_1: 8 / 8
o21bai_1: 2 / 2
inv_6: 0 / 5
clkdlybuf4s50_1: 0 / 53
nor2_1: 19 / 19
clkinvlp_4: 0 / 4
a21oi_1: 16 / 16
a211o_1: 2 / 2
sequential cells by signal, indices dropped and copies added (netlist names), 14 cells and up:
register    cells
tempA_Frac     14
sum            18
temp_A         17
temp_B         17
temp_out       18
B_Frac         14
tempB_Frac     14
A_Frac         14
power groups by stage:
stage | Combinational, mW | Sequential, mW | Clock, mW
after CTS | 0.0609 | 0.644 | 0.643
after global routing | 0.0675 | 0.646 | 0.674
final | 0.0602 | 0.644 | 0.627
layer usage:
layer	vias up	share of wire [%]	global-route usage, %
met1	1208	52	13.8
li1	1513	-	-
met3	13	5.6	2.60
met4	0	2.6	2.03
met2	55	39	13.4
met5	-	0	0
final timing paths:
path             start       endpoint  slack (ns)  cells past startpoint
max reg2reg  temp_A[0]   temp_out[16]        6.93                      8
min          A_Frac[7]  tempA_Frac[7]        0.43                      1
min reg2reg  A_Frac[7]  tempA_Frac[7]        0.43                      1
max            sum[12]        sum[12]        6.02                      1
cells by family (layout without fill, tap and decap cells):
group | Yosys count | count (layout) | share of synthesized area [%]
and+or+nand+nor | 174 | 174 | 21.6
DFF | 139 | 139 | 59.2
AOI/OAI and AO/OA | 60 | 60 | 9.45
buffers and inverters | 26 | 93 | 2.29
adders and majority gates | 18 | 18 | 4.95
xor gates and xnor gates | 8 | 8 | 1.49
muxes | 4 | 4 | 0.959
stage by stage:
step / total power [mW] / area, um2 / utilization [%] / worst slack (ns) / hold slack, ns
2_1_floorplan: 0.693 / 4700 / - / 6.18 / 0.414
3_3_place_gp: 0.717 / 5420 / 35.5 / 5.74 / 0.422
3_5_place_dp: 0.718 / 5420 / 35.5 / 5.69 / 0.420
4_1_cts: 1.35 / 5970 / 39.1 / 5.99 / 0.434
5_1_grt: 1.39 / 5970 / 39.1 / 5.96 / 0.444
6_report: 1.33 / 5970 / 39.1 / 6.02 / 0.433
No activity file was given, so power comes from the tool's default toggle rates.
